[flow/run.sh]
#!/bin/bash
# OpenROAD 26Q1-2900-gdf79404cd8, Yosys 0.63+post, stock flow scripts
make -C /OpenROAD-flow-scripts/flow DESIGN_CONFIG=/design/flow/config.mk WORK_HOME=/design/flow/orfs finish
[flow/constraint.sdc]
current_design traffic_lights_wrap

set clk_period 6.4
set clk_io_pct 0.2

create_clock -name clk0 -period $clk_period [get_ports {clk_i}]

set non_clock_inputs [all_inputs -no_clocks]
set_input_delay [expr $clk_period * $clk_io_pct] -clock clk0 $non_clock_inputs
set_output_delay [expr $clk_period * $clk_io_pct] -clock clk0 [all_outputs]
[flow/design.v]
module traffic_lights #(
  parameter logic [15:0] BLINK_HALF_PERIOD   = 500,
  parameter logic [15:0] GREEN_BLINKS_NUM    = 4,
  parameter logic [15:0] RED_YELLOW_TIME     = 3000,
  parameter logic [15:0] RED_TIME_DEFAULT    = 10000,
  parameter logic [15:0] YELLOW_TIME_DEFAULT = 3000,
  parameter logic [15:0] GREEN_TIME_DEFAULT  = 8000
)(
  input               clk_i,
  input               srst_i,
  input        [2:0]  cmd_type_i,
  input               cmd_valid_i,
  input        [15:0] cmd_data_i,
  output logic        red_o,
  output logic        yellow_o,
  output logic        green_o
);
enum logic [2:0] {TURN_ON_CMD         = 3'd0,
                  TURN_OFF_CMD        = 3'd1,
                  SET_UNC_CMD         = 3'd2,
                  SET_GREEN_TIME_CMD  = 3'd3,
                  SET_RED_TIME_CMD    = 3'd4,
                  SET_YELLOW_TIME_CMD = 3'd5} cmd_type;
enum logic [4:0] {RED_S             = 5'b00_100,
                  RED_YELLOW_S      = 5'b00_110,
                  GREEN_S           = 5'b00_001,
                  GREEN_BLINK_OFF_S = 5'b10_000,
                  GREEN_BLINK_ON_S  = 5'b01_001,
                  YELLOW_S          = 5'b00_010,
                  TURN_OFF_S        = 5'b00_000,
                  UNC_ON_S          = 5'b01_010,
                  UNC_OFF_S         = 5'b11_000} state, next_state;
assign {red_o, yellow_o, green_o} = state[2:0];
localparam logic [16:0] DELIMITER = 17'd100000;
logic        wrk_en;
logic [16:0] wrk_cntr;
logic [15:0] cntr;
logic [15:0] unc_cntr;
logic [15:0] blink_cntr;
logic        cntr_done;
logic        blink_done;
logic [15:0] red_time;
logic [15:0] yellow_time;
logic [15:0] green_time;
logic [15:0] blink_num;
always_ff @( posedge clk_i )
  begin
    if( srst_i )
      begin
        wrk_cntr <= '0;
        wrk_en   <= '0;
      end
    else
      begin
        if( wrk_cntr < ( DELIMITER - 1'b1 ) )
          begin
            wrk_en   <= '0;
            wrk_cntr <= wrk_cntr + 1'b1;
          end
        else
          begin
            wrk_en   <= '1;
            wrk_cntr <= '0;
          end
      end
  end
always_ff @( posedge clk_i )
  begin
    if( srst_i )
      begin
        state       <= RED_S;
        red_time    <= RED_TIME_DEFAULT;
        green_time  <= GREEN_TIME_DEFAULT;
        yellow_time <= YELLOW_TIME_DEFAULT;
        blink_num   <= GREEN_BLINKS_NUM;
      end
    else if( cmd_valid_i )
      begin
        state <= next_state;
        case( cmd_type_i )
          TURN_ON_CMD: begin
            if( ( state == TURN_OFF_S ) || ( state == UNC_ON_S ) || 
                ( state == UNC_OFF_S ) )
              begin
                state <= RED_S;
                if( state == TURN_OFF_S )
                  begin
                    red_time    <= RED_TIME_DEFAULT;
                    green_time  <= GREEN_TIME_DEFAULT;
                    yellow_time <= YELLOW_TIME_DEFAULT;
                  end
              end
          end
          TURN_OFF_CMD: begin
            state <= TURN_OFF_S;
          end
          SET_UNC_CMD: begin
            state <= UNC_ON_S;
          end
          SET_GREEN_TIME_CMD: begin
            green_time <= cmd_data_i;
          end
          SET_RED_TIME_CMD: begin
            red_time <= cmd_data_i;
          end
          SET_YELLOW_TIME_CMD: begin
            yellow_time <= cmd_data_i;
          end
        endcase
      end
    else if( wrk_en )
      state <= next_state;
  end
always_comb
  begin
    next_state = state;
    case( state )
      RED_S: begin
          next_state = ( cntr_done ) ? RED_YELLOW_S : RED_S;
      end
      RED_YELLOW_S: begin
        next_state = ( cntr_done ) ? GREEN_S : RED_YELLOW_S;
      end
      GREEN_S: begin
        next_state = ( cntr_done ) ? GREEN_BLINK_OFF_S : GREEN_S;
      end
      GREEN_BLINK_OFF_S: begin
        if( blink_done )
          next_state = YELLOW_S;
        else if( cntr_done )
          next_state = GREEN_BLINK_ON_S;
        else
          next_state = GREEN_BLINK_OFF_S;
      end
      GREEN_BLINK_ON_S: begin
        if( blink_done )
          next_state = YELLOW_S;
        else if( cntr_done )
          next_state = GREEN_BLINK_OFF_S;
        else
          next_state = GREEN_BLINK_ON_S;
      end
      YELLOW_S: begin
        next_state = ( cntr_done ) ? RED_S : YELLOW_S;
      end
      TURN_OFF_S: begin 
        next_state = TURN_OFF_S;
      end
      UNC_ON_S: begin        
        if( cntr_done )
          next_state = UNC_OFF_S;
        else
          next_state = UNC_ON_S;
      end
      UNC_OFF_S: begin
        if( cntr_done )
          next_state = UNC_ON_S;
        else
          next_state = UNC_OFF_S;
      end
      default: begin
        next_state = RED_S;
      end
    endcase
  end
always_ff @( posedge clk_i )  
  begin
    if( srst_i )
      begin
        blink_done <= '0;
        cntr_done  <= '0;
        blink_cntr <= '0;
        cntr       <= '0;
        unc_cntr   <= '0;
      end
    else if( wrk_en )
      begin : else_block
        unc_cntr <= '0;
        cntr     <= '0;
        case( state )
          RED_S: begin
            if( cntr < ( red_time - 1'b1 ) )
              begin
                cntr      <= cntr + 1'b1;
                cntr_done <= '0;
              end
            else
              begin                
                cntr      <= '0;
                cntr_done <= '1;
              end
          end
          RED_YELLOW_S: begin
            if( cntr < ( RED_YELLOW_TIME - 1'b1 ) )
              begin
                cntr      <= cntr + 1'b1;
                cntr_done <= '0;
              end
            else
              begin                
                cntr      <= '0;
                cntr_done <= '1;
              end
          end
          GREEN_S: begin
          if( cntr < ( green_time - 1'b1 ) )
              begin
                cntr      <= cntr + 1'b1;
                cntr_done <= '0;
              end
            else
              begin                
                cntr      <= '0;
                cntr_done <= '1;
              end
          end
          GREEN_BLINK_OFF_S: begin
          if( cntr < ( BLINK_HALF_PERIOD - 1'b1 ) )
              begin
                cntr       <= cntr + 1'b1;
                cntr_done  <= '0;   
                blink_done <= '0;
              end
            else
              begin
                cntr      <= '0;
                cntr_done <= '1;
                if( blink_cntr < ( blink_num - 1'b1 ) )
                  begin
                    blink_cntr <= blink_cntr + 1'b1;    
                    blink_done <= '0;
                  end
                else
                  begin
                    blink_cntr <= '0;
                    blink_done <= '1;
                  end
              end              
          end
          GREEN_BLINK_ON_S: begin
            if( cntr < ( BLINK_HALF_PERIOD - 1'b1 ) )
               begin
                cntr       <= cntr + 1'b1;
                cntr_done  <= '0;   
                blink_done <= '0;
              end
            else
              begin
                cntr      <= '0;
                cntr_done <= '1;
                if( blink_cntr < ( blink_num - 1'b1 ) )
                  begin
                    blink_cntr <= blink_cntr + 1'b1;    
                    blink_done <= '0;
                  end
                else
                  begin
                    blink_cntr <= '0;
                    blink_done <= '1;
                  end
              end 
          end
          YELLOW_S: begin
            if( cntr < ( yellow_time - 1'b1 ) )
              begin
                cntr      <= cntr + 1'b1;
                cntr_done <= '0;
              end
            else
              begin                
                cntr      <= '0;
                cntr_done <= '1;
              end
          end
          TURN_OFF_S: begin 
            blink_done <= '0;
            cntr_done  <= '0;
            blink_cntr <= '0;
            cntr       <= '0;
          end
          UNC_ON_S: begin
            if( unc_cntr < ( BLINK_HALF_PERIOD - 1'b1 ) )
              begin
                unc_cntr  <= unc_cntr + 1'b1;
                cntr_done <= '0;
              end
            else
              begin                
                unc_cntr  <= '0;
                cntr_done <= '1;
              end
          end
          UNC_OFF_S: begin
            if( unc_cntr < ( BLINK_HALF_PERIOD - 1'b1 ) )
              begin
                unc_cntr  <= unc_cntr + 1'b1;
                cntr_done <= '0;
              end
            else
              begin                
                unc_cntr  <= '0;
                cntr_done <= '1;
              end
          end
        endcase
      end : else_block
  end
endmodule 
module traffic_lights_wrap #(
  parameter logic [15:0] BLINK_HALF_PERIOD   = 500,
  parameter logic [15:0] GREEN_BLINKS_NUM    = 4,
  parameter logic [15:0] RED_YELLOW_TIME     = 3000,
  parameter logic [15:0] RED_TIME_DEFAULT    = 10000,
  parameter logic [15:0] YELLOW_TIME_DEFAULT = 3000,
  parameter logic [15:0] GREEN_TIME_DEFAULT  = 8000
)(
  input               clk_i,
  input               srst_i,
  input        [2:0]  cmd_type_i,
  input               cmd_valid_i,
  input        [15:0] cmd_data_i,
  output logic        red_o,
  output logic        yellow_o,
  output logic        green_o
);
logic        srst_i_wrap;
logic [2:0]  cmd_type_i_wrap;
logic        cmd_valid_i_wrap;
logic [15:0] cmd_data_i_wrap;
logic        red_o_wrap;
logic        yellow_o_wrap;
logic        green_o_wrap;
traffic_lights        #(
  .BLINK_HALF_PERIOD   ( BLINK_HALF_PERIOD   ),
  .GREEN_BLINKS_NUM    ( GREEN_BLINKS_NUM    ),
  .RED_YELLOW_TIME     ( RED_YELLOW_TIME     ),
  .RED_TIME_DEFAULT    ( RED_TIME_DEFAULT    ),
  .YELLOW_TIME_DEFAULT ( YELLOW_TIME_DEFAULT ),
  .GREEN_TIME_DEFAULT  ( GREEN_TIME_DEFAULT  )
) traffic_lights_1     (
  .clk_i               ( clk_i               ),
  .srst_i              ( srst_i_wrap         ),
  .cmd_type_i          ( cmd_type_i_wrap     ),
  .cmd_valid_i         ( cmd_valid_i_wrap    ),
  .cmd_data_i          ( cmd_data_i_wrap     ),
  .red_o               ( red_o_wrap          ),
  .yellow_o            ( yellow_o_wrap       ),
  .green_o             ( green_o_wrap        )
);
always_ff @( posedge clk_i )
  begin
    srst_i_wrap      <= srst_i;
    cmd_type_i_wrap  <= cmd_type_i;
    cmd_valid_i_wrap <= cmd_valid_i;
    cmd_data_i_wrap  <= cmd_data_i;
    red_o            <= red_o_wrap;
    yellow_o         <= yellow_o_wrap;
    green_o          <= green_o_wrap;
  end
endmodule
[flow/config.mk]
export PLATFORM = sky130hd
export DESIGN_NAME = traffic_lights_wrap
export DESIGN_NICKNAME = traffic_lights_wrap
export VERILOG_FILES = /design/flow/design.v
export SDC_FILE = /design/flow/constraint.sdc
export NUM_CORES = 4
export LEC_CHECK = 1
export CORE_UTILIZATION = 50
==> results.sh <==
# source this file to load flow results
export IMPL_run_status="completed"
export IMPL_cts_hold_buf=0
export IMPL_portBuffers=24
export IMPL_maxCapViolations=0
export IMPL_avgSynthCellArea_um2=8.22
export IMPL_hold_end="traffic_lights_1.wrk_cntr[0]"
export IMPL_fin_worst_skew_ps=7.56
export IMPL_gp_congestion=0.884
export IMPL_hp_class="reg -> reg"
export IMPL_viasPerCell=5.72
export IMPL_core_area_mm2=0.0152
export IMPL_stdcell_count=1161
export IMPL_yosys_area_mm2=0.00780
export IMPL_ys_seq_share_pct=37.2
export IMPL_hold_depth=1
export IMPL_hold_violations=0
export IMPL_yosysTopAreaCell="dfxtp_1"
export IMPL_grt_pass1_vias=6313
export IMPL_crit_fanout=16
export IMPL_maxSlewViolCount=0
export IMPL_diodes=0
export IMPL_edf_count=0
export IMPL_mostFrequentLayoutCells="dfxtp_1 (144), nor2_1 (130), nand2_1 (97), a21oi_1 (57), ha_1 (52)"
export IMPL_grt_overflow_total=0
export IMPL_syn_area_mm2=0.00780
export IMPL_clk_pin_slew_ps=60
export IMPL_final_common_cell="dfxtp_1"
export IMPL_r2r_cells=15
export IMPL_tightest_slew_ps=914
export IMPL_ff_type="dfxtp_1"
export IMPL_r2r_end="traffic_lights_1.cntr[4]"
export IMPL_r2r_slack_ps=2450
export IMPL_yosys_warnings=2
export IMPL_io_pins=25
export IMPL_reg2reg_from="traffic_lights_1.yellow_time[2]"
export IMPL_layout_setup_ws_ps=2450
export IMPL_syn_inst=949
export IMPL_cts_root_buf="clkbuf_16"
export IMPL_cts_buffer_depth=2
export IMPL_dp_hpwl_um=13500
export IMPL_critical_path_arrival_ps=4300
export IMPL_cts_made_buffers=17
export IMPL_drc=0
export IMPL_syn_to_final_growth_pct=11.6
export IMPL_post_place_ws_ps=2450
export IMPL_drive_gt1_share_pct=5.76
export IMPL_synth_flops=145
export IMPL_area_leaders="dfxtp_1 (37%), ha_1 (8.3%), nor2_1 (6.3%), nand2_1 (4.7%), xnor2_1 (4.4%)"
export IMPL_async_reset_ff_share_pct=0
export IMPL_die_h_um=127
export IMPL_ir_drop_mv=0.258
export IMPL_period_needed_ps=3950
export IMPL_start_kind="flop"
export IMPL_fp_utilization_pct=51.3
export IMPL_synth_cell_type_count=64
export IMPL_dr_pass1_iters=5
export IMPL_postCtsSetupRepairBufs=0
export IMPL_clkSinkCount=145
export IMPL_wl_per_cell_um=16.1
export IMPL_rows=45
export IMPL_die_area_mm2=0.0161
export IMPL_fin_setup_tns_ps=0
export IMPL_htreeDepth=4
export IMPL_critPathCaptureType="flop"
export IMPL_die_w_um=127
export IMPL_place_inst=1129
export IMPL_groute_usage_overall_pct=25.1
export IMPL_grt_pass1_wl_um=31400
export IMPL_power_density_mw_per_mm2=227
export IMPL_cts_resized_gates=0
export IMPL_finalSetupViolCount=0
export IMPL_slew_headroom_pct=38.8
export IMPL_grt_setup_unrepaired="no"
export IMPL_holdCritStartpoint="traffic_lights_1.wrk_cntr[0]"
export IMPL_top_area_share_pct=37.2
export IMPL_fin_crit_sh_pct=61.7
export IMPL_grt_max_degree=69
export IMPL_crit_type="reg -> reg"
export IMPL_ant_nets=0
export IMPL_yosysCellCount=949
export IMPL_p_leak_nw=3.42
export IMPL_routed_wl_um=18700
export IMPL_clock_latency_ps=420
export IMPL_via_count=6644
export IMPL_warning_count=25
export IMPL_cts_tree="built"
export IMPL_crit_required_ps=6750
export IMPL_antenna_found_initial=0
export IMPL_dr_first_iter_drc_count=312
export IMPL_fmax_mhz=253
export IMPL_worst_hold_slack_ps=465
critical path, cell delays in order, from the launching register on:
cell      delay, ps
dfxtp_1         350
or4_1           550
nor2_1          160
nand2_1         110
nor3_2          170
nand2b_1        120
nor4_1          230
xnor2_1         170
ha_1            260
a211oi_1        230
nor2_1           80
a211oi_1        210
o21ai_0         200
o211ai_2        620
o211ai_1        210
o21ai_0         190
sequential cells by signal, indices dropped and copies added (netlist names):
signal and flops:
cmd_data_i_wrap 16, cmd_type_i_wrap 3, cmd_valid_i_wrap 1, green_o 1
red_o 1, srst_i_wrap 1, traffic_lights_1.blink_cntr 16, traffic_lights_1.blink_done 1
traffic_lights_1.cntr 16, traffic_lights_1.cntr_done 1, traffic_lights_1.green_time 16, traffic_lights_1.red_time 16
traffic_lights_1.state 5, traffic_lights_1.unc_cntr 16, traffic_lights_1.wrk_cntr 17, traffic_lights_1.wrk_en 1
traffic_lights_1.yellow_time 16, yellow_o 1
through the flow:
| step | power (mW) | area [um^2] | utilization [%] |
|---|---|---|---|
| floorplan | 1.01 | 7800 | - |
| global placement | 1.04 | 8140 | 53.5 |
| detailed placement | 1.04 | 8140 | 53.5 |
| CTS | 2.00 | 8710 | 57.3 |
| global route | 2.05 | 8710 | 57.3 |
| finish | 1.98 | 8710 | 57.3 |
power breakdown:
group | internal [mW] | switching, mW
combinational | 0.0357 | 0.0530
sequential | 0.916 | 0.0206
clock | 0.545 | 0.407
total | 1.50 | 0.481
worst max-delay path by stage:
| stage | from | end | slack (ps) | cells past startpoint |
|---|---|---|---|---|
| 4_1_cts | traffic_lights_1.yellow_time[2] | traffic_lights_1.cntr[4] | 2420 | 15 |
| 6_report | traffic_lights_1.yellow_time[2] | traffic_lights_1.cntr[4] | 2450 | 15 |
| 5_1_grt | traffic_lights_1.yellow_time[2] | traffic_lights_1.cntr[4] | 1990 | 14 |
kinds of logic after synthesis:
group                    Yosys count  share of synthesized area (%)
XOR/XNOR                          69                           7.74
AND/OR/NAND/NOR                  437                           27.5
AND-OR/OR-AND                    188                           15.9
buffers and inverters             56                           3.11
flip-flops                       145                           37.2
multiplexers                       2                          0.257
adder cells (fa/ha/maj)           52                           8.34
cells in the mapped netlist, drive strengths merged (4+ instances only):
cell type and count:
o221ai 10, nand2b 16, nor2 130, dfxtp 145, nand2 97, a22oi 12, o21a 6, o211ai 10
and4 5, ha 52, o21ai 27, buf 10, nand4 8, or4 8, nor3b 4, a211oi 10
a31oi 18, xnor2 39, nor3 45, clkbuf 25, inv 21, and3 18, nand3b 4, nor4 16
nand3 49, or2 5, o21bai 19, xor2 30, a21oi 59, and2 13, or3 8, nor2b 7
metal layers:
layer,vias up,GRT usage [%],part of all wire [%]
met5,-,0,0
met4,0,4.06,1.9
met3,23,5.07,5.3
met2,165,38.1,43
met1,3047,38.7,50
li1,3409,-,-
cell type report:
cell class | instances | area, um^2
inverters | 21 | 78.8
multi-input cells | 748 | 4660
well taps | 188 | 235
flip-flops and latches | 145 | 2900
clock inverters | 15 | 145
clock buffers | 17 | 425
repair buffers | 27 | 263
fillers | 1312 | 6490
Power figures rest on the tool's default switching activity, not on a simulated workload.
